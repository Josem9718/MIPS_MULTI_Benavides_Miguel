### flow/design.v
module adder#(
		parameter n = 32
) 
(
input [n-1:0] a,b,
output [n-1:0] y
);
wire [n:0] w;
assign w[0]=0;
genvar i;
generate 
for(i=0;i<=n-1;i=i+1) begin:adding
        FA FA_inst(.a(a[i]),.b(b[i]), .cin(w[i]), .cout(w[i+1]), .s(y[i]));
    end
endgenerate
endmodule
module FA(input a, input b, input cin, output cout, output s);
assign {cout,s}=a+b+cin;
endmodule
### flow/constraint.sdc
current_design adder

set clk_period 30.2
set clk_io_pct 0.2

create_clock -name clk0 -period $clk_period

set non_clock_inputs [all_inputs -no_clocks]
set_input_delay [expr $clk_period * $clk_io_pct] -clock clk0 $non_clock_inputs
set_output_delay [expr $clk_period * $clk_io_pct] -clock clk0 [all_outputs]
### flow/run.sh
#!/bin/bash
# OpenROAD 26Q1-2900-gdf79404cd8, Yosys 0.63+post, stock flow scripts
make -C /OpenROAD-flow-scripts/flow DESIGN_CONFIG=/design/flow/config.mk WORK_HOME=/design/flow/orfs finish
### flow/config.mk
export PLATFORM = sky130hd
export DESIGN_NAME = adder
export DESIGN_NICKNAME = adder
export VERILOG_FILES = /design/flow/design.v
export SDC_FILE = /design/flow/constraint.sdc
export NUM_CORES = 4
export LEC_CHECK = 1
export CORE_AREA = 10 10 82 82
export DIE_AREA = 0 0 92 92
export SYNTH_HDL_FRONTEND = slang
==> flow_summary.ini <==
; flow metrics
[run_status]
outcome = completed

[grt]
grt_start_max_net_pins = 2
gr-total-overflow = 0
grt_first_pass_wirelength_mm = 4.726
grt_pass1_vias = 912
antenna_found_initial = 0
grt_use_total_pct = 7.107

[pwr]
power_switching_w = 0.000008816
peakVddDrop_v = 0.000007429
swShare_pct = 25.43
p_leak_nw = 0.6430
combPwrFrac_pct = 100.0
clkPwrFrac_pct = 0
p_int_w = 0.00002585
power.density_mw_per_mm2 = 20.34
p_seq_share_pct = 0

[drt]
drtAntennaViolNets = 0
first_iter_violations = 0
drc = 0
routedWlPerCell_um = 15.06
via_count = 712
avgViaCountPerCell = 3.507
routed_wl_mm = 3.057
diodes = 0
first_pass_iters = 1

[die]
initial_core_util_pct = 17.65
rows = 26
die_h_um = 92
ios = 96
die_w_um = 92
dieArea_mm2 = 0.008464
coreArea_mm2 = 0.005075

[place]
hpwl_mm = 3.064
pre_cts_ws_ns = 5.051
gp_congestion = 0.8274
placed_area_mm2 = 0.001704
io_buffer_count = 96

[setup_path]
crit_path_max_fanout = 1
crit_path_frequent_cell = fa_1
critPathSlowestCell = clkdlybuf4s50_1
max_stage_delay_ns = 0.47
end_kind = output port
startpoint_type = input port
critPathKind = input port to output port
required_ns = 24.16
worstPathArrival_ns = 19.04

[sta]
timing.fmax_mhz = 39.87
slew_headroom_pct = 91.69
worst_slew_pin_slew_ns = 0.1243
period_used_pct = 83.05
tns_ns = 0
finalMaxSlewViolations = 0
timing.final.ws_setup_ns = 5.120
period_minus_slack_ns = 25.08
setup_violations = 0
grt_setup_unrepaired = no
hold_violations = 0
holdWs_ns = 13.13

[synth]
syn_inst = 69
synth_area_leader_cell = fa_1
syn-cell-area_um2 = 895.9
top_area_share_pct = 67.04
top_cells_by_area = fa_1, buf_4, xor3_1, inv_1, ha_1
synth_cell_types = 5
syn_avg_cell_area_um2 = 12.98
ys_seq_share_pct = 0
ys_chip_area_um2 = 895.9
synth_warnings = 0
yosys_cells = 69

[min_path]
min_path_type = input port to output port

[clock_network]
post_cts_buffers = 0
cts.repair.resized = 0
holdBufCountCts = 0

[final_layout]
flop_area_um2 = 0
drive_gt1_share_pct = 0
ff_count = 0
area_delta_synth_final_pct = 90.22
final_area_mm2 = 0.001704
fill_cells = 511
clock_buffers = 0

[flow_run]
warnings = 32
cap_violations = 0
==> cell usage after synthesis (all sizes together) <==
cell	number
inv	5
xor3	1
fa	30
ha	1
buf	32
==> stage by stage <==
stage | utilization [%] | power, W | std cells
2_1_floorplan | - | 0.00001699 | 69
3_3_place_gp | 33.58 | 0.00003565 | 203
3_5_place_dp | 33.58 | 0.00003570 | 203
4_1_cts | 33.58 | 0.00003589 | 203
5_1_grt | 33.58 | 0.00003934 | 203
6_report | 33.58 | 0.00003467 | 203
==> power by group through the flow <==
stage,clock (W),sequential [W],combinational [W]
CTS,0,0,0.0000359
finish,0,0,0.0000347
global route,0,0,0.0000393
==> logic make-up after synthesis <==
family     count (synthesis)  share of synthesized area [%]
buf+inv                   37                          28.91
fa+ha+maj                 31                          68.44
xor+xnor                   1                          2.653
==> critical path: cells and delay by family <==
kind	cells	cell delay (ns)
adders and majority gates	31	11.83
buffers and inverters	4	0.99
xor gates and xnor gates	1	0.19
==> area by class of cell <==
class,count,area (um^2),area share (%)
Tap cell,70,87.58,5.140
Multi-Input combinational cell,32,636.9,37.37
Timing Repair Buffer,96,960.9,56.39
Inverter,5,18.77,1.101
==> final timing paths <==
kind                  startpoint  endpoint  depth (start not counted)
worst max-delay path        a[0]     y[31]                         36
worst min-delay path        b[0]      y[0]                          3
==> placed cells by master (no fill, tap or decap) <==
master,n
clkdlybuf4s50_1,96
fa_1,30
inv_1,5
xor3_1,1
ha_1,1
==> per-layer routing <==
| metal | track usage (%) | wire length, um |
|---|---|---|
| met2 | 9.000 | 962 |
| met4 | 0 | 0 |
| met5 | 0 | 0 |
| met3 | 6.178 | 704 |
| met1 | 9.569 | 1389 |
Power is estimated from default activity; no workload was simulated.
